File: flow/run.sh
#!/bin/bash
# OpenROAD 26Q1-2900-gdf79404cd8, Yosys 0.63+post, stock flow scripts
make -C /OpenROAD-flow-scripts/flow DESIGN_CONFIG=/design/flow/config.mk WORK_HOME=/design/flow/orfs finish
File: flow/config.mk
export PLATFORM = sky130hd
export DESIGN_NAME = RegisterFile
export DESIGN_NICKNAME = RegisterFile
export VERILOG_FILES = /design/flow/design.v
export SDC_FILE = /design/flow/constraint.sdc
export NUM_CORES = 4
export LEC_CHECK = 1
export CORE_UTILIZATION = 30
File: flow/constraint.sdc
current_design RegisterFile

set clk_period 11.7
set clk_io_pct 0.2

create_clock -name clk0 -period $clk_period [get_ports {clk_i}]

set non_clock_inputs [all_inputs -no_clocks]
set_input_delay [expr $clk_period * $clk_io_pct] -clock clk0 $non_clock_inputs
set_output_delay [expr $clk_period * $clk_io_pct] -clock clk0 [all_outputs]
File: flow/design.v
package risc_v_32_i_pkg;
parameter XLEN = 32;
parameter REG_ADDR_WIDTH = 5;
parameter IMM_SEL_LEN = 3;
typedef enum logic[IMM_SEL_LEN-1:0] {
    IMM_B_TYPE,
    IMM_S_TYPE,
    IMM_U_TYPE,
    IMM_I_TYPE,
    IMM_J_TYPE,
    IMM_UNKNOWN_TYPE
} imm_select_e;
parameter ALU_SEL_LEN = 4;
typedef enum logic[ALU_SEL_LEN-1:0] {
    OP_ADD,
    OP_SUB,
    OP_AND,
    OP_OR,
    OP_XOR,
    OP_SLL,
    OP_SRL,
    OP_SRA,
    OP_UNKNOWN
} alu_select_e;
parameter BRANCH_SEL_LEN = 3;
typedef enum logic [BRANCH_SEL_LEN-1:0] {
    OP_BEQ,
    OP_BNE,
    OP_BLT,
    OP_BGE,
    OP_BLTU,
    OP_BGEU,
    OP_BUNKNOWN
} comp_select_e;
parameter RD_MUX_SEL_LEN = 3;
typedef enum logic [RD_MUX_SEL_LEN-1:0] {
    RD_MUX_DMEM,
    RD_MUX_ALU,
    RD_MUX_BCU,
    RD_MUX_IMM,
    RD_MUX_PC_N,
    RD_MUX_N_A
} write_data_select_e;
parameter LOAD_STORE_TYPE_LEN = 4;
typedef enum logic [LOAD_STORE_TYPE_LEN-1:0] {
    L_W,
    L_H,
    L_HU,
    L_B,
    L_BU,
    S_W,
    S_H,
    S_B,
    LS_N_A
} load_store_type_e;
endpackage
module RegisterFile #(parameter XLEN = 32, parameter REG_ADDR_WIDTH = 5)
(
    output logic [XLEN-1:0]           read_data_1_o,
    output logic [XLEN-1:0]           read_data_2_o,
    input  logic                      clk_i,
    input  logic                      write_enable_i,
    input  logic [XLEN-1:0]           write_data_i,
    input  logic [REG_ADDR_WIDTH-1:0] write_address_i,
    input  logic [REG_ADDR_WIDTH-1:0] read_address_1_i,
    input  logic [REG_ADDR_WIDTH-1:0] read_address_2_i
);
    logic [XLEN-1:0] register [2**REG_ADDR_WIDTH-1:0];
    always_comb
    begin
        read_data_1_o = (read_address_1_i == 0) ? 0 : register[read_address_1_i];
        read_data_2_o = (read_address_2_i == 0) ? 0 : register[read_address_2_i];
    end
    always_ff @(negedge clk_i)
    begin
        if (write_enable_i == 1 && write_address_i != 0)
        begin
            register[write_address_i] <= write_data_i;
        end
    end
endmodule
==> node_exporter_impl.prom <==
# HELP chip_impl_metric Flow report values
# TYPE chip_impl_metric gauge
chip_impl_info{name="outcome",value="finished, final reports clean"} 1
chip_impl_metric{name="globalplace.congestion",unit=""} 0.8754
chip_impl_metric{name="die_w",unit="µm"} 397.8
chip_impl_metric{name="drt_wl_total",unit="µm"} 152200
chip_impl_info{name="critPathLaunchType",value="flip-flop"} 1
chip_impl_metric{name="dieArea",unit="mm²"} 0.1582
chip_impl_metric{name="worst_slew_margin_rel",unit="%"} 32.12
chip_impl_metric{name="viasPerCell",unit=""} 5.241
chip_impl_metric{name="synth.cell_area",unit="mm²"} 0.04700
chip_impl_metric{name="largest_reg_flops",unit=""} 1024
chip_impl_metric{name="hold_viol_final",unit=""} 0
chip_impl_metric{name="cts_sinks",unit=""} 1024
chip_impl_metric{name="switchingPower",unit="mW"} 2.773
chip_impl_metric{name="first_pass_grt_wire_length",unit="µm"} 220200
chip_impl_metric{name="yosysCellCount",unit=""} 2281
chip_impl_metric{name="place_worst_setup_slack",unit="ns"} 0.9578
chip_impl_metric{name="avg_cell_area_syn",unit="µm²"} 20.60
chip_impl_metric{name="synth.yosys.warnings",unit=""} 1
chip_impl_metric{name="setup_slack",unit="ns"} 0.1930
chip_impl_metric{name="finalCoreUtilization",unit="%"} 38.24
chip_impl_metric{name="yosysChipArea",unit="mm²"} 0.04700
chip_impl_metric{name="p_comb_share",unit="%"} 7.6
chip_impl_info{name="setup.worst_path.end_class",value="output port"} 1
chip_impl_metric{name="power.density_cell_area",unit="mW/mm²"} 166.1
chip_impl_metric{name="ctsResizeCount",unit=""} 0
chip_impl_metric{name="post_route_cell_area",unit="mm²"} 0.05918
chip_impl_metric{name="drtIter0Drc",unit=""} 1674
chip_impl_metric{name="grt.total_usage",unit="%"} 20.87
chip_impl_metric{name="synthCells",unit=""} 2281
chip_impl_info{name="top_register",value="register"} 1
chip_impl_metric{name="tritoncts.num_buffers",unit=""} 114
chip_impl_metric{name="area_of_placed_instances",unit="mm²"} 0.05152
chip_impl_metric{name="dr_total_vias",unit=""} 29612
chip_impl_metric{name="cts_setup_buffers",unit=""} 0
chip_impl_metric{name="fin_tns_setup",unit="ns"} 0
chip_impl_metric{name="initial_antenna_violation_count",unit=""} 2
chip_impl_metric{name="final_antenna_net_count",unit=""} 0
chip_impl_metric{name="placeableCoreArea",unit="mm²"} 0.1548
chip_impl_metric{name="tightestPinTransition",unit="ns"} 0.9925
chip_impl_metric{name="grt_overflow_total",unit=""} 0
chip_impl_metric{name="syn2layout_area_growth",unit="%"} 25.92
chip_impl_metric{name="maxCapViolCount",unit=""} 0
chip_impl_metric{name="place.detailed.hpwl",unit="µm"} 88760
chip_impl_info{name="layout_top_registers",value="register (1024)"} 1
chip_impl_metric{name="drive_above_1_share",unit="%"} 24.31
chip_impl_metric{name="swShare",unit="%"} 28.22
chip_impl_metric{name="drc",unit=""} 0
chip_impl_metric{name="grt_pass1_vias",unit=""} 35433
chip_impl_metric{name="power.static_leakage",unit="nW"} 22.70
chip_impl_info{name="rsz0062_at_grt",value="no"} 1
chip_impl_metric{name="number_of_flip_flops_and_latches_in_the_synthesized_netlist",unit=""} 1024
chip_impl_metric{name="rows",unit=""} 144
chip_impl_metric{name="synth.lib_cells_used.distinct",unit=""} 36
chip_impl_metric{name="drt_first_pass_iters",unit=""} 7
chip_impl_info{name="clockRootBuffer",value="clkbuf_16"} 1
chip_impl_metric{name="cp_max_fo",unit=""} 2
chip_impl_info{name="lay_top_cells",value="1,058 x inv_1, 1,024 x edfxtp_1, 471 x mux4_2"} 1
chip_impl_metric{name="cts_htree_levels",unit=""} 3
chip_impl_metric{name="p_seq_share",unit="%"} 42.2
chip_impl_metric{name="maxSlewViolCount",unit=""} 0
chip_impl_info{name="tritoncts",value="done"} 1
chip_impl_metric{name="clock_pin_slew_on_the_worst_setup_and_hold_paths",unit="ns"} 0.05
chip_impl_metric{name="ioPinCount",unit=""} 113
chip_impl_metric{name="timing.critical_path.arrival",unit="ns"} 9.17
chip_impl_metric{name="crit_required",unit="ns"} 9.36
chip_impl_metric{name="share_clk_of_total_power",unit="%"} 50.2
chip_impl_metric{name="internal_power",unit="mW"} 7.056
chip_impl_metric{name="setup_violations",unit=""} 0
chip_impl_info{name="layout_top_cell",value="inv_1"} 1
chip_impl_metric{name="ir_worst_vdd",unit="µV"} 123.6
chip_impl_metric{name="die_height",unit="µm"} 397.8
chip_impl_info{name="worstSetupPathType",value="reg -> out"} 1
chip_impl_metric{name="ys_seq_share",unit="%"} 65.43
chip_impl_metric{name="port-buffer-count",unit=""} 112
chip_impl_info{name="min-delay-path-class",value="in -> out"} 1
chip_impl_metric{name="cts_max_path_buffers",unit=""} 3
chip_impl_metric{name="grt_max_degree",unit=""} 86
chip_impl_metric{name="routedWlPerCell",unit="µm"} 26.93
chip_impl_metric{name="stage_log_warnings",unit=""} 1027
chip_impl_metric{name="cts_hold_buffers",unit=""} 0
chip_impl_metric{name="pre_placement_core_utilization",unit="%"} 30.37
[synth_stat cells (all sizes together)]
master | count | share of area [%]
o22ai | 83 | 1.1
or3b | 4 | 0.075
conb | 1 | 0.0080
mux2i | 146 | 3.1
and2 | 3 | 0.040
inv | 2 | 0.016
nand2b | 6 | 0.080
nor2 | 37 | 0.30
mux2 | 37 | 0.89
nor4 | 5 | 0.080
a21oi | 6 | 0.064
nand3b | 7 | 0.11
nor4b | 1 | 0.019
a32o | 3 | 0.064
a22o | 51 | 0.95
or3 | 2 | 0.027
buf | 105 | 1.4
clkbuf | 84 | 0.67
edfxtp | 1024 | 65
a2111oi | 32 | 0.60
a211oi | 36 | 0.58
o21bai | 2 | 0.032
nor2b | 16 | 0.21
nand3 | 4 | 0.043
or2 | 2 | 0.027
and4b | 1 | 0.021
nand2 | 9 | 0.072
o221ai | 29 | 0.54
a22oi | 12 | 0.19
mux4 | 471 | 23
a221oi | 5 | 0.093
nor3 | 55 | 0.59
[stage by stage]
stage,total power [mW],std cells,hold slack [ns]
2_1_floorplan,5.107,2312,4.965
3_3_place_gp,5.449,4415,5.832
3_5_place_dp,5.463,4415,5.809
4_1_cts,9.994,5648,5.824
5_1_grt,10.45,5648,5.873
6_report,9.829,5650,5.801
[power groups by stage]
| stage | clock [mW] | sequential (mW) | combinational, mW |
|---|---|---|---|
| CTS | 5.09 | 4.15 | 0.760 |
| global route | 5.50 | 4.14 | 0.802 |
| finish | 4.93 | 4.15 | 0.750 |
[area by class of cell]
class | instances | area [µm²]
fillers | 13449 | 95590
flip-flops and latches | 1024 | 30750
multi-input cells | 1097 | 15670
clock inverters | 1120 | 4805
clock buffers | 114 | 2853
well taps | 2044 | 2557
repair buffers | 248 | 2537
diodes | 2 | 5.005
inverters | 1 | 3.754
[final timing paths]
kind / endpoint / slack (ns) / start / cells after the start
worst max-delay path: read_data_1_o[2] / 0.19 / register[23][2] / 6
worst min-delay path: read_data_2_o[15] / 5.80 / read_address_2_i[4] / 4
[critical path: stages (launching register included)]
cell             delay, ns
edfxtp_1              0.37
mux4_2                0.24
mux4_2                0.31
o22ai_1               0.13
nor3_1                0.80
buf_4                 0.27
clkdlybuf4s50_1       0.47
[kinds of logic after synthesis]
kind of cell	share of synthesized area, %
multiplexers	26.57
AND-OR/OR-AND	4.212
other	0.007979
AND/OR/NAND/NOR	1.688
flip-flops	65.43
buffers and inverters	2.098
[layer usage]
metal | vias up | GRT usage, % | part of all wire [%]
li1 | 12546 | - | -
met5 | - | 1.634 | 0.16
met1 | 14385 | 19.62 | 30
met3 | 356 | 20.30 | 19
met4 | 4 | 9.320 | 3.9
met2 | 2321 | 29.58 | 47
Power figures rest on the tool's default switching activity, not on a simulated workload.
